--- flow/constraint.sdc ---
current_design reza_register

set clk_period 5.0
set clk_io_pct 0.2

create_clock -name clk0 -period $clk_period [get_ports {clock}]

set non_clock_inputs [all_inputs -no_clocks]
set_input_delay [expr $clk_period * $clk_io_pct] -clock clk0 $non_clock_inputs
set_output_delay [expr $clk_period * $clk_io_pct] -clock clk0 [all_outputs]
--- flow/design.v ---
module reza_register (
  clock, 
  reset,
  registerAddressA,  
  registerAddressB,  
  registerAddressC,  
  writeData,  
  writeEnable,  
  registerDataA,  
  registerDataB  
);
  input clock;
  input reset;
  input [4:0] registerAddressA;
  input [4:0] registerAddressB;
  input [4:0] registerAddressC;
  input [31:0] writeData;
  input writeEnable;
  output reg [31:0]registerDataA;
  output reg [31:0] registerDataB;
  reg [31:0] registerBank [0:31];
  initial
    begin   
      registerBank[0] = 32'h00000000;
      registerBank[1] = 32'd252; 
      registerBank[2] = 32'hb0;
    end
  always @(negedge clock)  
    begin
       registerDataA <= registerBank[registerAddressA];  
       registerDataB <= registerBank[registerAddressB];  
    end
  always @(posedge clock)  
    begin
      if(writeEnable == 1)  
         begin
	    registerBank[registerAddressC] <= writeData;  
         end 
    end    
endmodule
--- flow/config.mk ---
export PLATFORM = sky130hd
export DESIGN_NAME = reza_register
export DESIGN_NICKNAME = reza_register
export VERILOG_FILES = /design/flow/design.v
export SDC_FILE = /design/flow/constraint.sdc
export NUM_CORES = 4
export LEC_CHECK = 1
export CORE_UTILIZATION = 30
--- flow/run.sh ---
#!/bin/bash
# OpenROAD 26Q1-2900-gdf79404cd8, Yosys 0.63+post, stock flow scripts
make -C /OpenROAD-flow-scripts/flow DESIGN_CONFIG=/design/flow/config.mk WORK_HOME=/design/flow/orfs finish
==> reports/metrics.cfg <==
[placement]
io_buffers=112
post-place-ws_ns=-0.615
hpwl_mm=96.5
postPlaceCellArea_um2=57100
place_congestion=0.905

[cts]
clkLatencyLatePin_ns=0.72
htree_levels=3
clk_pin_slew_worst_paths_ns=0.06
hold_buffers=0
cts-root-buf=clkbuf_16
cts_sinks=1088
postCtsSetupRepairBufs=0
cts.path.max_buffers=3
cts_tree=built
cts_made_buffers=107

[critical_path]
startpoint=registerDataA[0]
worstPathRequired_ns=4.00
r2r_end=registerDataB[0]
r2r_slack_ns=1.02
cp_max_fo=1
cpLargestDelayFamily=buffers and inverters
cp_cell_sequence=clkdlybuf4s50_1
cp_slowest_cell=clkdlybuf4s50_1
endpoint=registerDataA[0]
reg2reg_from=registerBank[3][0]
critPathCaptureType=output port
cp.depth=1
critPathBufInv=1
setup.worst_path.class=flop to output port
slowest_delay_ns=0.45
worstPathArrival_ns=3.96
reg2reg_depth=6
worst_setup_path_start_kind=flop

[floorplanning]
die_x_um=411
fp_util_pct=30.3
die-area_um2=169000
row_count=149
die_h_um=411
coreArea_um2=165000
io_pins=114

[grt]
grt_pass1_wl_mm=217
grt_pass1_vias=33000
grt_max_degree=41
grt_overflow=0
grt_antenna_before_repair=15
grt_util_all_layers_pct=18.7

[routing]
wl_per_cell_um=24.5
first_pass_iters=24
wl_mm=151
dr_total_vias=31700
detail-route-antenna-nets=0
drt_iter0_drc=2138
vias_per_cell=5.17
drc_errors=0

[logic_synthesis]
synth-seq-cells=1088
synthCells=3451
syn_area_um2=50100
synthDistinctLibCells=25
ys_chip_area_um2=50100
syn-mean-instance-area_um2=14.5
yosysSeqAreaShare_pct=64.0
yosysCellCount=3451
yosysWarnings=1

[power_and_ir_drop]
vdd_drop_max_mv=0.271
leakage_uw=0.0229
p_per_area_nw_per_um2=333
total_power_uw=20300

[sta]
setup-tns-final_ns=0
finalSetupViolCount=0
slew_headroom_pct=33.6
hold_viol=0
worst_clock_skew_ns=0.0278
worst_pin_slew_ns=0.993
rsz0062_at_grt=no
slew_viol_final=0
worst_slack_ns=0.0402
hold_slack_ns=1.10

[cells_and_area]
syn_to_final_growth_pct=21.5
drive_gt1_share_pct=15.9
design_area_um2=60800

[run_status]
status=completed

[worst_hold_path]
worstHoldPathType=input pin to flop

[flow_run]
log.warning_count=91
drv_cap=0

[metrics by stage]
stage | cells | util [%]
3_5_place_dp | 5874 | 34.5
4_1_cts | 6136 | 36.7
5_1_grt | 6137 | 36.8
3_3_place_gp | 5874 | 34.5
6_report | 6139 | 36.8
2_1_floorplan | 3451 | -
[synthesized netlist by cell type]
cell type | count | area (um^2)
buf_4 | 47 | 353
nand2_1 | 195 | 732
nor2_1 | 35 | 131
nand3_1 | 194 | 971
mux2i_1 | 1024 | 10200
or3b_2 | 3 | 26.3
nand2b_1 | 4 | 25.0
edfxtp_1 | 1024 | 30700
buf_2 | 69 | 345
a21oi_1 | 192 | 961
nor2b_1 | 4 | 25.0
buf_1 | 4 | 15.0
nand3b_1 | 5 | 37.5
and2_1 | 2 | 12.5
a22o_1 | 128 | 1120
clkbuf_1 | 84 | 315
or2_2 | 2 | 12.5
inv_1 | 1 | 3.75
a22oi_1 | 192 | 1440
nor3_1 | 64 | 320
or3_1 | 1 | 6.26
clkbuf_4 | 4 | 30.0
buf_6 | 45 | 507
dfxtp_1 | 64 | 1280
a31oi_1 | 64 | 400
[logic make-up after synthesis]
kind of cell | Yosys count | synth area share (%)
compound gates | 576 | 7.84
simple gates | 509 | 4.59
flops | 1088 | 64.0
buf+inv | 254 | 3.13
mux | 1024 | 20.5
[state kept, by name, summed over array words and instances, names as in the netlist]
| name | flops |
|---|---|
| registerBank | 1024 |
| registerDataA | 32 |
| registerDataB | 32 |
[power by group]
part           total (uW)  internal (uW)  switching (uW)
Sequential          10200          10100            83.6
Clock                8130           4590            3530
Combinational        1920            853            1070
[worst min-delay path by stage]
stage,startpoint,to,slack [ns],cells after the start
6_report,writeData[6],registerBank[7][6],1.10,2
5_1_grt,writeData[6],registerBank[5][6],1.11,2
4_1_cts,writeData[6],registerBank[5][6],1.07,2
[cells in the final DEF, fill, tap and decap left out, drive strengths merged, types with 73 or more instances in the layout]
cell and instances:
buf 377, inv 73, edfxtp 1024, clkbuf 140, a22oi 192, nand2 195
a21oi 192, a22o 128, nand3 194, mux2i 1024
[timing repair]
action,CTS,global route
hold endpoints to repair,0,0
setup endpoints to repair,41,18
resized,77,24
[layer usage]
metal,global-route usage [%],vias up,share of wire (%)
met5,0.509,-,0.16
li1,-,14400,-
met2,29.3,1503,47
met1,21.8,15500,36
met3,12.0,267,14
met4,3.67,26,2.4
[layout make-up]
class,count,area (um^2)
fillers,15300,105000
flip-flops and latches,1088,32100
multi-input cells,2109,16800
repair buffers,487,5500
clock buffers,140,2990
well taps,2189,2740
clock inverters,123,702
diodes,3,7.51
